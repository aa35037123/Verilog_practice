$ cat flow/run.sh
#!/bin/bash
# OpenROAD 26Q1-2900-gdf79404cd8, Yosys 0.63+post, stock flow scripts
make -C /OpenROAD-flow-scripts/flow DESIGN_CONFIG=/design/flow/config.mk WORK_HOME=/design/flow/orfs finish
$ cat flow/config.mk
export PLATFORM = sky130hd
export DESIGN_NAME = alu_8bit
export DESIGN_NICKNAME = alu_8bit
export VERILOG_FILES = /design/flow/design.v
export SDC_FILE = /design/flow/constraint.sdc
export NUM_CORES = 4
export LEC_CHECK = 1
export CORE_UTILIZATION = 30
$ cat flow/constraint.sdc
current_design alu_8bit

set clk_period 12.1
set clk_io_pct 0.2

create_clock -name clk0 -period $clk_period [get_ports {clk}]

set non_clock_inputs [all_inputs -no_clocks]
set_input_delay [expr $clk_period * $clk_io_pct] -clock clk0 $non_clock_inputs
set_output_delay [expr $clk_period * $clk_io_pct] -clock clk0 [all_outputs]
$ cat flow/design.v
module alu_8bit(
    input clk,
    input reset,
    input in_valid,
    input [7:0] in1,
    input [7:0] in2,
    input [1:0] alu_op,
    output reg out_valid,
    output reg[7:0] result
);
    reg [16:0] temp_result;
    always @(posedge clk) begin
        if(reset) begin
            result <= 0;
            out_valid <= 0;
        end
        else if(in_valid) begin
            case(alu_op)
                2'b00: temp_result = in1 + in2;  
                2'b01: temp_result = in1 - in2;  
                2'b10: temp_result = in1 * in2;  
                2'b11: temp_result = in1 / in2;  
                default: temp_result = 16'bx;  
            endcase
            result <= temp_result[7:0];
            out_valid <= 1'b1;
        end
        else begin
            out_valid <= 1'b0; 
        end
    end
endmodule
==> flow_metrics.env <==
# source this file to load flow results
export IMPL_track_usage_pct=21.14
export IMPL_gp_congestion=0.9428
export IMPL_rows=59
export IMPL_die_h_um=165.7
export IMPL_met2_length_um=13690
export IMPL_cts_sinks=9
export IMPL_timing_critical_path_slowest_cell_delay_ns=0.45
export IMPL_antenna_found_initial=0
export IMPL_finalWirelength_um=29470
export IMPL_synth_cells=1078
export IMPL_drc=0
export IMPL_max_cap_violations=0
export IMPL_rrSetupSlack_ns=11.18
export IMPL_finalSetupTns_ns=-90.42
export IMPL_htreeDepth=1
export IMPL_fin_ws_ns=-18.77
export IMPL_ant_nets=0
export IMPL_async_reset_ff_share_pct=0
export IMPL_num_antenna_cells=0
export IMPL_cts_tree="done"
export IMPL_route_met3_wl_um=966
export IMPL_grt_overflow=0
export IMPL_drt_met1_wl_um=14300
export IMPL_relSlewSlack_pct=50.90
export IMPL_top_layer_used="met4"
export IMPL_dieArea_um2=27470
export IMPL_setup_violations=8
export IMPL_path_common_cell="o21a_1"
export IMPL_clockRootBuffer="clkbuf_16"
export IMPL_post_route_period_util_pct=255.1
export IMPL_period_needed_ns=30.87
export IMPL_dp_hpwl_um=22030
export IMPL_fin_worst_skew_ns=0
export IMPL_synth_top_area_share_pct=21.00
export IMPL_synth_area_um2=8043
export IMPL_vias_per_cell=5.185
export IMPL_grt_setup_unrepaired="yes"
export IMPL_finalHoldViolations=0
export IMPL_initCoreUtil_pct=30.69
export IMPL_critPathMaxFanout=7
export IMPL_grt_max_degree=21
export IMPL_worst_pin_slew_ns=0.7342
export IMPL_synth_logic_top_family="AND-OR/OR-AND gates"
export IMPL_cp_data_required_time_ns=12.22
export IMPL_core_area_um2=26210
export IMPL_top_area_cell="ha_1"
export IMPL_grt_pass1_vias=10075
export IMPL_crit_slowest_cell="or4_4"
export IMPL_ys_flops=9
export IMPL_hold_class="reg2reg"
export IMPL_avgSynthCellArea_um2=7.461
export IMPL_yosysUniqueCellTypes=107
export IMPL_path_delay_family="AND-OR/OR-AND gates"
export IMPL_cp_start_kind="input pin"
export IMPL_worstSkewPairLatency_ns=0.23
export IMPL_drt_iter0_markers=475
export IMPL_wl_per_cell_um=14.60
export IMPL_outcome="finished, violations left"
export IMPL_arrival_ns=30.99
export IMPL_clk_path_buf_depth=2
export IMPL_synth_seq_share_pct=2.240
export IMPL_edf_count=0
export IMPL_yosysWarnings=1
export IMPL_vias=10469
export IMPL_finalInstanceArea_um2=14090
export IMPL_grt_pass1_wl_um=48300
export IMPL_topCellsByArea="ha_1 21%, o21a_1 5.1%, xnor2_1 5.0%, nor2_1 4.8%, nand2_1 4.2%"
export IMPL_synthToLayoutAreaGrowth_pct=75.20
export IMPL_ys_sh_aoi_pct=32.23
export IMPL_critPathCaptureType="register"
export IMPL_pre_cts_slack_ns=-20.15
export IMPL_dp_cells=1845
export IMPL_simple_gate_share_pct=25.09
export IMPL_path_buffers=27
export IMPL_port_buffers=29
export IMPL_drive_gt1_share_pct=46.14
export IMPL_dr_pass1_iters=28
export IMPL_clk_pin_slew_worst_paths_ns=0.04
export IMPL_fa_ha_area_share_pct=24.24
export IMPL_violations="negative setup slack"
export IMPL_final_cells=2019
export IMPL_ys_sh_mux_pct=5.118
export IMPL_ys_area_um2=8043
export IMPL_ys_cells=1078
export IMPL_critPathKind="in2reg"
export IMPL_placed_area_um2=12180
export IMPL_slew_violations=0
export IMPL_cts_inserted_buffers=3
export IMPL_xor_area_share_pct=6.861
export IMPL_clock_fmax_mhz=32.39
export IMPL_dieWidth_um=165.7
export IMPL_ios=30
export IMPL_warning_count=32
export IMPL_ff_type="dfxtp_1"
## worst min-delay path, cell delays in order (launching register included)
cell and delay (ns):
dfxtp_1 0.30, nand2b_1 0.07, a21oi_1 0.06
## through the flow
stage | utilization [%] | hold slack [ns]
6_report | 53.77 | 0.4769
5_1_grt | 53.77 | 0.4911
4_1_cts | 51.49 | 0.4727
3_5_place_dp | 46.47 | 0.4644
3_3_place_gp | 46.47 | 0.4616
2_1_floorplan | - | 0.4303
## cells in the final DEF, fill, tap and decap left out, types with 22 or more instances in the layout
cell and instances:
buf_4 567, ha_1 121, nor2_1 84, nand2_1 83, o21a_1 54, nor3_1 53
inv_1 52, xnor2_1 46, a21oi_1 45, o211ai_1 26, a21o_1 25, o31ai_1 25
o21ai_0 23, buf_6 22
## what timing repair did
item / CTS / global route
setup endpoints to repair: 8 / 8
hold endpoints to repair: 0 / 0
resized: 99 / 50
pin swaps: 103 / 80
buffers inserted: 126 / 47
hold buffers: 0 / 0
## kinds of logic after synthesis
family                     after synthesis
buffers and inverters                   81
and+or+nand+nor                        385
AOI/OAI and AO/OA                      353
muxes                                   38
xor gates and xnor gates                63
adders and majority gates              148
other                                    1
DFF                                      9
## routing by layer
layer  up-vias  track usage (%)
met5         -                0
met4         0            3.616
met3        45            1.432
met2       220            36.27
met1      4894            29.62
li1       5310                -
## registers in the layout, indices dropped and copies added (netlist names)
name,cells
out_valid,1
result,8
## area by class of cell
cell class | count | area [µm²]
Fill cell | 2189 | 12120
Multi-Input combinational cell | 995 | 8387
Timing Repair Buffer | 619 | 4803
Tap cell | 335 | 419.2
Inverter | 57 | 221.5
Sequential cell | 9 | 180.2
Clock buffer | 3 | 75.07
Clock inverter | 1 | 5.005
## cell usage after synthesis (all sizes together) (25+ instances only)
| library cell | instances |
|---|---|
| inv | 57 |
| o31ai | 35 |
| nand2 | 90 |
| o21a | 55 |
| nor3 | 62 |
| xnor2 | 46 |
| o21ai | 39 |
| o211ai | 27 |
| nor2 | 103 |
| a21oi | 63 |
| ha | 135 |
| a21o | 25 |
## path summary, 6_finish.rpt
| kind | to | start | cells past startpoint |
|---|---|---|---|
| setup / recovery | result[0]$_SDFFE_PP0P_ | in2[1] | 155 |
| hold / removal | result[7]$_SDFFE_PP0P_ | result[7]$_SDFFE_PP0P_ | 2 |
| setup reg to reg | result[0]$_SDFFE_PP0P_ | result[0]$_SDFFE_PP0P_ | 3 |
| hold reg to reg | result[7]$_SDFFE_PP0P_ | result[7]$_SDFFE_PP0P_ | 2 |
