==> flow/config.mk <==
export PLATFORM = sky130hd
export DESIGN_NAME = always_behavior
export DESIGN_NICKNAME = always_behavior
export VERILOG_FILES = /design/flow/design.v
export SDC_FILE = /design/flow/constraint.sdc
export NUM_CORES = 4
export LEC_CHECK = 1
export CORE_AREA = 10 10 70 70
export DIE_AREA = 0 0 80 80
==> flow/constraint.sdc <==
current_design always_behavior

set clk_period 4.7
set clk_io_pct 0.2

create_clock -name clk0 -period $clk_period [get_ports {clk}]

set non_clock_inputs [all_inputs -no_clocks]
set_input_delay [expr $clk_period * $clk_io_pct] -clock clk0 $non_clock_inputs
set_output_delay [expr $clk_period * $clk_io_pct] -clock clk0 [all_outputs]
==> flow/design.v <==
module always_behavior(
    input clk,
    input [7:0]a,
    input [7:0]b,
    output reg[7:0]c,
    output reg[7:0]d
);
    always@(posedge clk)begin
        c <= a + b;
    end
    always @(a or b) begin
        d = a + b;
    end
    endmodule
==> flow/run.sh <==
#!/bin/bash
# OpenROAD 26Q1-2900-gdf79404cd8, Yosys 0.63+post, stock flow scripts
make -C /OpenROAD-flow-scripts/flow DESIGN_CONFIG=/design/flow/config.mk WORK_HOME=/design/flow/orfs finish
==> flow_summary_export.csv <==
group,metric,value,unit
status,status,"complete, no violations",
worst_setup_path,crit_buf_inv,3,
yosys,top_cell_area_share,32.57,%
final_timing,fmax,246.9,MHz
worst_setup_path,crit_top_cell,"clkdlybuf4s50_1",
final_timing,slew_headroom,76.38,%
final_timing,drv_slew,0,
route,ant_nets,0,
final_timing,setup_viol,0,
power_and_ir_drop,max-vdd-ir-drop,0.06353,mV
final_timing,post-route-period-util,86.18,%
route,drtIter0Drc,11,
route,drt-pass1-iter-count,2,
final_timing,tightest_slew,0.3522,ns
power_and_ir_drop,leakage,0.0003542,uW
worst_setup_path,cpMaxStageDelayCell,"clkdlybuf4s50_1",
final_timing,hold_viol,0,
clock_tree,clock_sinks,8,
worst_setup_path,critPathTopFamily,"buffers and inverters",
route,route.detailed.drc,0,
clock_tree,htreeDepth,1,
hold_path,hold_depth,2,
floorplan,core,0.003416,mm^2
yosys,synth_area,491.7,um^2
layout,layout.cells.most_common,"clkdlybuf4s50_1",
route,vias_per_cell,3.725,
global_route,antenna_found_initial,0,
layout,area_growth,81.42,%
layout,regMostFlops,"c",
place,place.port_buffers,32,
worst_setup_path,critical_path.max_fanout,3,
floorplan,ios,33,
global_route,grt_pass1_vias,533,
route,post_drt_wl_per_cell,11.23,um
yosys,yosys_area,491.7,um^2
flow_run,max_cap_violations,0,
yosys,syn_area_per_cell,9.834,um^2
final_timing,final.setup.tns,0,ns
floorplan,initial_core_util,14.40,%
power_and_ir_drop,power_density,260.1,mW/mm^2
clock_tree,clockBufferDepth,2,
yosys,numSynthFlops,8,
worst_setup_path,required,3.76,ns
hold_path,hold_start,"b[0]",
yosys,top_area_cell,"dfxtp_1",
clock_tree,ctsHoldBuffers,0,
route,insertedDiodeCount,0,
floorplan,die_h,80,um
place,gp_congestion,0.8053,
place,dp_hpwl,1373,um
route,vias,488,
hold_path,hold_class,"in -> reg",
yosys,yosys_warnings,1,
yosys,yosysSeqAreaShare,32.57,%
layout,comb_area,312.8,um^2
global_route,grt_max_degree,7,
layout,mostFrequentLayoutCells,"clkdlybuf4s50_1, dfxtp_1, ha_1, inv_1, a21oi_1",
layout,largestRegisters,"c x8",
global_route,overflow,0,
yosys,synthCells,50,
layout,final_layout_size_suffix_gt1_share,4.706,%
yosys,ys_cells,50,
worst_setup_path,path_cells,"clkdlybuf4s50_1, ha_1, inv_1, fa_1, nor2b_4, o31a_1, o311ai_1, clkdlybuf4s50_1",
flow_run,log.warning_count,25,
layout,flop_area,160.2,um^2
yosys,synth.distinct_cells,24,
power_and_ir_drop,power.total,232.0,uW
floorplan,row_count,21,
worst_setup_path,startpoint,"a[0]",
worst_setup_path,start_kind,"input pin",
layout,largest_reg_flops,8,
final_timing,rsz0062_at_grt,"no",
floorplan,die_x,80,um
final_timing,min_period,4.050,ns
route,wl,1471,um
worst_setup_path,cp-end-kind,"output port",
floorplan,die_area,0.006400,mm^2
clock_tree,clk_pin_slew,0.05,ns
clock_tree,cts_root_buf,"clkbuf_4",
clock_tree,tritoncts,"built",
clock_tree,cts_resized,0,
yosys,top_cells_by_area,"dfxtp_1, ha_1, a21oi_1",
clock_tree,cts_made_buffers,3,
clock_tree,cts_setup_buffers,0,
worst_setup_path,cp_slowest_stage_delay,0.55,ns
worst_setup_path,crit_type,"in -> out",
layout,n_fill_cell,358,
global_route,grt_pass1_wl,2304,um
global_route,track_usage,4.369,%
worst_setup_path,cp.depth,8,
worst_setup_path,worstPathArrival,3.11,ns
## path summary, 6_finish.rpt
| kind | endpoint | slack (ns) |
|---|---|---|
| setup / recovery | d[6] | 0.65 |
| hold / removal | c[0] | 1.33 |
## Yosys cell counts
master	number
nor2_1	1
o31a_1	1
o21a_1	1
ha_1	7
xnor2_1	2
nor3b_1	1
nand2_1	1
o21ai_0	2
xor2_1	2
nand2b_1	1
nor2b_4	1
o2bb2ai_1	1
a211oi_1	1
a221oi_1	1
nor2b_1	1
o311ai_1	1
nor3_1	1
o211ai_1	3
a21oi_1	5
fa_1	1
a21o_1	1
inv_1	5
o311ai_0	1
dfxtp_1	8
## kinds of logic after synthesis
group | count (synthesis) | synth area share (%)
compound gates | 18 | 25.19
flops | 8 | 32.57
xor+xnor | 4 | 7.126
fa+ha+maj | 8 | 21.88
simple gates | 7 | 9.414
buf+inv | 5 | 3.817
## routing by layer
metal / vias up / global-route usage [%] / wire length [um]
li1: 256 / - / -
met1: 214 / 4.567 / 567
met2: 18 / 7.705 / 694
met3: 0 / 2.273 / 209
met4: 0 / 0.7042 / 0
met5: - / 0 / 0
## through the flow
step	utilization (%)	instances	worst slack [ns]	cell area [um^2]	hold WS [ns]
floorplan	-	50	1.800	491.7	1.060
global placement	25.46	128	0.6882	869.6	1.570
detailed placement	25.46	128	0.6222	869.6	1.574
CTS	26.12	131	0.6098	892.1	1.322
global route	26.12	131	0.4846	892.1	1.346
finish	26.12	131	0.6497	892.1	1.328
## power by group
part	switching (uW)	internal (uW)	leakage [uW]	total [uW]
Sequential	2.80	80.4	0.0000675	83.2
Combinational	31.7	68.6	0.000273	100
Clock	19.5	29.0	0.0000138	48.5
## final cells by class
| class | count | share of cell area, % |
|---|---|---|
| Inverter | 5 | 2.104 |
| Tap cell | 46 | 6.452 |
| Multi-Input combinational cell | 37 | 35.06 |
| Sequential cell | 8 | 17.95 |
| Timing Repair Buffer | 32 | 35.90 |
| Clock buffer | 3 | 2.525 |
Power is estimated from default activity; no workload was simulated.
