## run.sh

```bash
#!/bin/bash
# OpenROAD 26Q1-2900-gdf79404cd8, Yosys 0.63+post, stock flow scripts
make -C /OpenROAD-flow-scripts/flow DESIGN_CONFIG=/design/flow/config.mk WORK_HOME=/design/flow/orfs finish
```

## config.mk

```make
export PLATFORM = sky130hd
export DESIGN_NAME = led_demo
export DESIGN_NICKNAME = led_demo
export VERILOG_FILES = /design/flow/design.v
export SDC_FILE = /design/flow/constraint.sdc
export NUM_CORES = 4
export LEC_CHECK = 1
export CORE_AREA = 10 10 70 70
export DIE_AREA = 0 0 80 80
```

## constraint.sdc

```tcl
current_design led_demo

set clk_period 1.4
set clk_io_pct 0.2

create_clock -name clk0 -period $clk_period [get_ports {clk}]

set non_clock_inputs [all_inputs -no_clocks]
set_input_delay [expr $clk_period * $clk_io_pct] -clock clk0 $non_clock_inputs
set_output_delay [expr $clk_period * $clk_io_pct] -clock clk0 [all_outputs]
```

## design.v

```verilog
module led_demo (
    input clk,
    input rst_n,
    output reg led
);
    reg [7:0] cnt;
    always @(posedge clk)
    begin
        if(!rst_n)
            cnt <= 0;
        else if(cnt >= 10)
            cnt <= 0;
        else
            cnt <= cnt + 1;
    end
    always @(posedge clk) 
    begin
        if(!rst_n)
            led <= 0;
        else if(cnt == 10)
            led <= ~led;
    end
endmodule
```

==> run notes <==
Implementation summary

The run finished with clean final reports. The total congestion overflow after global routing is 0. The largest stage delay on the critical path is 460 ps. Sorting the synthesized cells by how often they occur yields 9 x dfxtp_1, 4 x nor2_1. The instance count of the mapped netlist is 32.

Entering global routing, the biggest net connects 7 pins. The number of I/O pins is 3. The via density per instance is 2.66.

The type of the setup path with the least slack is flop to primary output. The mean routed wirelength per cell is 5.99 um. The post-route clock skew is 5.19 ps. Post-synthesis, Yosys gives the total cell area as 333 um^2. The total antenna diodes in the routed design is 0. The warning tally printed by Yosys for this design is 1. The number of antenna violations at the first check in global routing came to 0. In this run the horizontal extent of the chip is approximately 80 um. The row count is 21. The cell total after placement is roughly 83. By instance count, the leading cell after synthesis is dfxtp_1. TritonCTS built the clock tree. The overall power is 473 uW.

The slowest library cell on the worst path is clkdlybuf4s50_1. Looking at the cell usage after synthesis, the top flip-flop cell is dfxtp_1. The main area contributors are dfxtp_1 54%, ha_1 7.5%, nor4_4 6.4%.

The final report lists a non-filler cell total of 87. The sequential-to-total area share from yosys stat is 54.1%. The final wirelength is 521 um.

The detailed router's first-iteration violation count is 41. Across the run, the number of max-cap violations was 0. The power density over the cells is 1050 nW/um^2. The share of the core filled by cells before placement is 9.74%. Per the timing report, the biggest fanout along the worst path comes to 3. The number of instances resized during post-cts repair is 0. Routability-driven placement finished with a final weighted congestion of ~0.70. The family of cells with the greatest summed delay on the critical path is buffers and inverters. The area enclosed by the die boundary is between 6000 and 7000 um^2. Buffers inserted to repair hold after CTS numbered 0. The number of buffer and inverter instances along the worst setup path is 1.

In this run the worst hold path is classified as flop to flop. The top cell type by area accounts for 54.1% of the synthesized area. The achievable frequency is 0.749 GHz. The layout report lists the combined flip-flop and latch area as 180 um^2.

Setup repair after global routing left no endpoint under its margin. STA puts the critical path data required time at 1120 ps. The total clock buffers created by CTS is 3. The leading area contributor after synthesis is dfxtp_1. The final timing report lists a max-slew violation count of 0. The number of library cell types mapped by synthesis is 17. Nets still carrying antenna violations after routing amount to 0. The number of failing setup endpoints in the final timing report is 0. The leakage power in the latest report is 0.000165 uW. The proportion of register bits with asynchronous set or reset after synthesis is 0%.

The global-route met2 utilization is 2.49%. The register clock-pin slew on the reported worst setup and hold paths is 60 ps. The placement report lists the number of port buffers as 2.

The latest clock arrival within the worst-skew pair is 260 ps. The number of optimization iterations in the first detailed-route pass is 2. For reference, the final report shows the hold violation count at 0. met2 is the most crowded layer. The met1 usage is 1.80%. Per the CTS log, the maximum H-tree level is 1. The worst setup path is captured at a primary output. Summed over all routing layers, the global router reports a total usage of 1.81%. Cells fill 13.2% of the core in the end. The first global-routing pass estimated 876 um of wire. Counting along the longest clock path gives a buffer depth of 2. The total of fill cells in the finished design is 396. The report lists the cells along the critical path as clkdlybuf4s50_1.

The worst setup path is launched from a flop. The multi-input combinational cells in the finished layout cover a total of 156 um^2. The post-route DRC violation count is 0. The post-synth register bit count is 9.

The fraction of final layout cells with drive strength greater than 1 is 12.2%. The clock net in this run drives a total of 9 sinks. STA puts the critical path data arrival time at 1060 ps. The die is 80 um tall. From synthesis to final layout, the design area changed by 35.0%. The cell at the root of the clock tree is clkbuf_4.

The tally of OpenROAD warnings is 26. The number of vias after detailed routing is 231. The cell count in the Yosys report is 32. The clock period could shrink to between 1000 and 1500 ps. Routing resource usage on met3 recorded by global route was 2.16%. The final layout reports a setup TNS of 0 ps. The buffer count from post-CTS setup fixing is 0.

The mapped cell area is approximately 330 um^2. The worst ir drop on vdd is 0.000291 V. Per the post-synthesis stats, the area per cell is 10.4 um^2. The number of global-route vias before repair is between 200 and 250. The final cycle utilization of the critical path is 95.4%. The core region area is 3420 um^2. The synthesized design contains 0 enable-type register cells.
## final timing paths
check                    start                end  slack [ps]  depth (start not counted)
min reg2reg  cnt[0]$_SDFF_PP0_  cnt[0]$_SDFF_PP0_         470                          1
max reg2reg  cnt[0]$_SDFF_PP0_  cnt[1]$_SDFF_PP0_         210                          5
min          cnt[0]$_SDFF_PP0_  cnt[0]$_SDFF_PP0_         470                          1
max           led$_SDFFE_PN0P_                led          60                          1
## cells by family after synthesis
kind of cell | synth area share [%]
compound gates | 7.14
fa+ha+maj | 7.52
mux | 3.01
buf+inv | 2.26
simple gates | 24.8
other cells | 1.13
flops | 54.1
## final cells by class
class / count / share of cell area, %
Clock inverter: 1 / 1.11
Multi-Input combinational cell: 24 / 34.8
Clock buffer: 3 / 5.01
Tap cell: 46 / 12.8
Inverter: 2 / 1.67
Sequential cell: 9 / 40.1
Timing Repair Buffer: 2 / 4.46
## stage by stage
step	instance area (um^2)	setup slack [ps]	hold WS, ps
final	449	64.1	469
after global routing	449	8.01	488
after CTS	449	42.7	468
after detailed placement	422	216	459
after global placement	422	304	439
after floorplan	344	354	420
## power by group
group / internal [uW] / switching [uW]
logic: 4.84 / 4.69
registers: 263 / 4.93
clock network: 105 / 90.2
total: 373 / 99.8
## placed cells by master, fill, tap and decap left out, types with 2 or more instances in the layout
cell,count
clkbuf_4,3
clkdlybuf4s50_1,2
conb_1,4
dfxtp_1,9
ha_1,2
inv_1,2
nand2_1,2
nand3_1,2
nor2_1,4
## flip-flops by register name, summed over array words and instances (netlist names)
register / flops
cnt: 8
led: 1
## routing by layer
metal  wire (um)  vias up
met2         183        6
met5           0        -
met4           0        0
li1            -      123
met1         245      102
met3          92        0
Power is estimated from default activity; no workload was simulated.
